===== flow/design.v =====
module blink_led(
    input clk,           
    output reg led = 0   
);
reg [26:0] count = 0;
always @(posedge clk) begin
    count <= count + 1;
    if (count == 100_000_000) begin   
        led <= ~led;       
        count <= 0;        
    end
end
endmodule

===== flow/run.sh =====
#!/bin/bash
# OpenROAD 26Q1-2900-gdf79404cd8, Yosys 0.63+post, stock flow scripts
make -C /OpenROAD-flow-scripts/flow DESIGN_CONFIG=/design/flow/config.mk WORK_HOME=/design/flow/orfs finish

===== flow/config.mk =====
export PLATFORM = sky130hd
export DESIGN_NAME = blink_led
export DESIGN_NICKNAME = blink_led
export VERILOG_FILES = /design/flow/design.v
export SDC_FILE = /design/flow/constraint.sdc
export NUM_CORES = 4
export LEC_CHECK = 1
export CORE_AREA = 10 10 99 99
export DIE_AREA = 0 0 109 109

===== flow/constraint.sdc =====
current_design blink_led

set clk_period 4.4
set clk_io_pct 0.2

create_clock -name clk0 -period $clk_period [get_ports {clk}]

set non_clock_inputs [all_inputs -no_clocks]
set_input_delay [expr $clk_period * $clk_io_pct] -clock clk0 $non_clock_inputs
set_output_delay [expr $clk_period * $clk_io_pct] -clock clk0 [all_outputs]

==> out/metrics.csv <==
metric,value,unit
result of the run,finished clean,
post-detailed-routing wire length,2140,um
leftover overflow at the end of global routing,0,
Cells after Synth,133,
maximum number of pins on one net before global-route repair,16,
worst relative slew slack,69.4,%
number of resized instances in the post-cts repair step,0,
global-route wire length before repair,3620,um
core area,7730,um^2
Final Critical Period,2.07,ns
Yosys Warn Count,1,
peak ir drop on the vdd network,0.0990,mV
fill cell instance count of the final layout,839,
average wire per standard cell,8.98,um
height of the die,109,um
number of H-tree levels,1,
final hold violation count,0,
total routing resource utilization after global routing,3.63,%
Final Skew,0.00167,ns
number of global-route vias before repair,834,
upper clock frequency limit,482,MHz
power per unit of standard cell area,279,nW/um^2
number of cell rows,32,
share of layout cells above drive strength 1,6.62,%
synthesized area divided by synthesized cell count,9.35,um^2
cell area after technology mapping,1240,um^2
RSZ-0062 raised after global routing,no,
required time of the critical path,4.56,ns
tally of OpenROAD warnings,26,
vias per cell,3.75,
kind of end point of the critical path,flip-flop,
Post-Place Cell Area,1370,um^2
cell count of the worst hold path,1,
post-synth area from yosys stat,1240,um^2
Die Outline Area,11900,um^2
number of antenna cells inserted,0,
Worst Path Arrival,2.24,ns
Area Overhead vs Synth,14.1,%
share of synthesized area occupied by flip-flops and latches,45.9,%
Initial Utilization,16.1,%
flip-flop and latch count after synthesis,28,
clock root cell,clkbuf_8,
Crit Reg-Reg Startpoint,count[8]$_SDFF_PN0_,
count of buffers inserted at the top-level ports,1,
number of antenna violations at the first check in global routing,0,
type of element launching the critical path,flip-flop,
Initial DRT Pass Iterations,4,
cells taking the most area after synthesis,"dfxtp_1 43%, xnor2_1 11%, nor2_1 5.1%",
HPWL after detailed placement,1570,um
Worst Tran Pin Value,0.455,ns
summed negative setup slack over all endpoints,0,ns
yosys cell count,133,
library cell contributing the largest single delay on the critical path,or3_1,
worst min-delay path category,reg -> reg,
endpoint of the most critical register-to-register path,count[25]$_SDFF_PN0_,
worst-path fanout max,5,
clock buffer depth,2,
final core area utilization,18.4,%
part of the cycle the worst path needs,47.2,%
post-synth top area share,43.5,%
design area,1420,um^2
CTS tree,built,
total number of clock tree sinks,28,
Static Leakage,0.437,nW
Final Power,395,uW
routability congestion estimate from global placement,0.816,
Max Slew Vio Count,0,
startpoint of the worst hold path,count[0]$_SDFF_PN0_,
Hold Buf Count CTS,0,
Setup Buffers After CTS,0,
total CTS buffers,3,
Max-cap violations,0,
count of cells along the worst register-to-register path,5,
number of routed nets with antenna violations,0,
boundary pin count,2,
die x size,109,um
clock network latency to the later pin of the worst-skew pair,0.27,ns
initial detailed-routing violation count,34,
end point of the worst hold path,count[0]$_SDFF_PN0_,
critical path start-end classification,reg -> reg,
total of endpoints with negative setup slack in the final report,0,
post-CTS clock slew at the launch and capture registers of the worst setup and hold paths,0.09,ns
biggest area consumer among synthesized cells,dfxtp_1,
delay of the slowest critical-path stage,0.49,ns
via count,893,
number of distinct library cells after synthesis,31,
worst-path cell chain,"nand4_1, or3_1, or3_4, nor2_2, mux2_1",
worst setup slack for register-to-register paths,2.33,ns
DRC violations left,0,
## layout make-up
type / instances / area, um^2 / share of cell area (%)
sequential: 28 / 571 / 40.2
multi-input combinational: 97 / 639 / 45.1
clock buffer: 4 / 45.0 / 3.17
inverter: 5 / 18.8 / 1.32
timing repair buffer: 2 / 17.5 / 1.23
tap: 102 / 128 / 8.99
## power breakdown
group / internal, mW / switching [mW] / leakage, nW / total [mW]
clock: 0.0648 / 0.0759 / 0.0228 / 0.141
sequential: 0.254 / 0 / 0.229 / 0.254
combinational: 0 / 0 / 0.185 / 0.000000185
## through the flow
stage               setup WS (ns)  hold slack [ns]  instances
finish                       2.33            0.486        238
global placement             2.36            0.478        234
floorplan                    2.47            0.441        133
detailed placement           2.34            0.474        234
global route                 2.08            0.522        238
CTS                          2.32            0.495        238
## state kept, by name, indices dropped and copies added (netlist names)
name	flops
count	27
led	1
## metal layers
layer,share of wire (%),up-vias,track usage [%]
li1,-,474,-
met4,0.51,0,0.471
met2,45,5,5.78
met1,52,412,5.05
met5,0,-,0
met3,2.4,2,0.836
## cell usage after synthesis, drive strengths merged
| master | n |
|---|---|
| dfxtp | 27 |
| nor2 | 18 |
| xnor2 | 15 |
| nand4 | 9 |
| nand2 | 8 |
| nand3 | 8 |
| and4 | 6 |
| inv | 5 |
| xor2 | 5 |
| nor3 | 4 |
| buf | 3 |
| nor4 | 3 |
| o21ai | 3 |
| or3 | 3 |
| and3 | 2 |
| ha | 2 |
| mux2 | 2 |
| nand3b | 2 |
| nor4b | 2 |
| a21oi | 1 |
| and2 | 1 |
| edfxtp | 1 |
| nand4b | 1 |
| nor2b | 1 |
| nor3b | 1 |
## worst max path at each step
stage	from	end	cells past startpoint
4_1_cts	count[4]$_SDFF_PN0_	count[25]$_SDFF_PN0_	6
5_1_grt	count[16]$_SDFF_PN0_	count[25]$_SDFF_PN0_	6
6_report	count[8]$_SDFF_PN0_	count[25]$_SDFF_PN0_	5
## cell usage in the layout (no fill, tap or decap), drive strengths merged
cell type and instances:
nand2 8, a21oi 1, and3 2, nand3b 2, buf 1, nor2 18, and4 6, nor2b 1
o21ai 3, nor4 3, edfxtp 1, nor3b 1, nand3 8, and2 1, nor3 4, nand4 9
xnor2 15, nand4b 1, clkbuf 4, xor2 5, clkdlybuf4s50 1, ha 2, mux2 2, or3 3
nor4b 2, dfxtp 27, inv 5
## kinds of logic after synthesis
family / after synthesis / share of synthesized area (%)
compound gates: 4 / 1.61
flops: 28 / 45.9
mux: 2 / 1.81
simple gates: 69 / 31.9
buf+inv: 8 / 2.72
xor+xnor: 20 / 14.1
fa+ha+maj: 2 / 2.01
## critical path, delay by kind of cell, from the launching register on
kind             cells  cell delay, ns
flip-flops           1            0.43
multiplexers         1            0.31
AND/OR/NAND/NOR      4            1.23
No activity file was given, so power comes from the tool's default toggle rates.
