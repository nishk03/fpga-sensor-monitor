$ cat ./run.sh
#!/bin/bash
# OpenROAD 26Q1-2900-gdf79404cd8, Yosys 0.63+post, stock flow scripts
make -C /OpenROAD-flow-scripts/flow DESIGN_CONFIG=/design/flow/config.mk WORK_HOME=/design/flow/orfs finish
$ cat ./config.mk
export PLATFORM = sky130hd
export DESIGN_NAME = top
export DESIGN_NICKNAME = top
export VERILOG_FILES = /design/flow/design.v
export SDC_FILE = /design/flow/constraint.sdc
export NUM_CORES = 4
export LEC_CHECK = 1
export CORE_UTILIZATION = 30
$ cat ./constraint.sdc
current_design top

set clk_period 3.6
set clk_io_pct 0.2

create_clock -name clk0 -period $clk_period [get_ports {clk}]

set non_clock_inputs [all_inputs -no_clocks]
set_input_delay [expr $clk_period * $clk_io_pct] -clock clk0 $non_clock_inputs
set_output_delay [expr $clk_period * $clk_io_pct] -clock clk0 [all_outputs]
$ cat ./design.v
module counter(
    input clk,
    output reg [15:0] count = 0  
  );
  reg [26:0] timer = 0;
  always @(posedge clk )
  begin
    timer <= timer + 1;  
    if (timer == 100000000 - 1) 
    begin
      timer <= 0;
      count <= count + 1;
    end
  end
endmodule
module seven_seg(
    input clk,               
    input [15:0] display_value,  
    output reg [6:0] seg,    
    output reg [3:0] an      
);
reg [16:0] refresh_counter = 0;
reg [1:0] digit_sel = 0;       
reg [3:0] digit_data;          
always @(posedge clk) begin
    refresh_counter <= refresh_counter + 1;
    if (refresh_counter == 100000 - 1) begin
        refresh_counter <= 0;
        digit_sel <= digit_sel + 1;   
    end
end
always @(*) begin
    case (digit_sel)
        2'b00: begin   
            an = 4'b1110;           
            digit_data = display_value[3:0];   
        end
        2'b01: begin   
            an = 4'b1101; 
            digit_data = display_value[7:4];
        end
        2'b10: begin   
            an = 4'b1011; 
            digit_data = display_value[11:8];
        end
        2'b11: begin   
            an = 4'b0111; 
            digit_data = display_value[15:12];  
        end
    endcase
end
always @(*) begin
    case (digit_data)
        4'd0: seg = 7'b0000001;   
        4'd1: seg = 7'b1001111;   
        4'd2: seg = 7'b0010010;   
        4'd3: seg = 7'b0000110;   
        4'd4: seg = 7'b1001100;   
        4'd5: seg = 7'b0100100;   
        4'd6: seg = 7'b0100000;   
        4'd7: seg = 7'b0001111;   
        4'd8: seg = 7'b0000000;   
        4'd9: seg = 7'b0000100;   
        4'd10: seg = 7'b0001000;  
        4'd11: seg = 7'b1100000;  
        4'd12: seg = 7'b0110001;  
        4'd13: seg = 7'b1000010;  
        4'd14: seg = 7'b0110000;  
        4'd15: seg = 7'b0111000;  
        default: seg = 7'b1111111;  
    endcase
end
endmodule
module top(
    input clk,         
    output [6:0] seg,  
    output [3:0] an    
);
wire [15:0] counter_val;
counter my_counter(
    .clk(clk),
    .count(counter_val)
);
seven_seg display(
    .clk(clk),
    .display_value(counter_val),
    .seg(seg),
    .an(an)
);
endmodule
==> metrics.txt <==
# HELP chip_impl_metric Synthesis and place-and-route metrics
# TYPE chip_impl_metric gauge
chip_impl_metric{name="final_hold_viol_count",unit=""} 0
chip_impl_info{name="yosysMostFrequentCell",value="sky130_fd_sc_hd__dfxtp_1"} 1
chip_impl_metric{name="hold_ws",unit="ns"} 0.437
chip_impl_metric{name="htree_num_levels",unit=""} 3
chip_impl_info{name="timing.rr.start",value="my_counter.timer[0]$_SDFF_PN0_"} 1
chip_impl_metric{name="p_leak",unit="nW"} 1.43
chip_impl_metric{name="final_antenna_net_count",unit=""} 0
chip_impl_metric{name="synth_stat.cells",unit=""} 326
chip_impl_info{name="grt_busiest_layer",value="met2"} 1
chip_impl_metric{name="power-per-cell-area",unit="nW/um^2"} 330
chip_impl_metric{name="clk_transition_reported_paths",unit="ns"} 0.07
chip_impl_metric{name="gr-usage-all-layers",unit="%"} 10.8
chip_impl_metric{name="timing.final.crit_share",unit="%"} 95.0
chip_impl_info{name="ordered_cell_list_for_the_critical_path",value="inv_1, ha_1, clkinvlp_4, mux2_2, inv_1, ha_2, mux2i_1, o22ai_1, clkdlybuf4s50_1"} 1
chip_impl_metric{name="flops_out_of_synthesis",unit=""} 62
chip_impl_metric{name="dp_worst_setup_slack",unit="ns"} 0.407
chip_impl_metric{name="synth-async-reset-ratio",unit="%"} 0
chip_impl_metric{name="post_drt_wl_per_cell",unit="um"} 11.7
chip_impl_metric{name="worstRegToRegCells",unit=""} 6
chip_impl_metric{name="cp.required",unit="ns"} 2.88
chip_impl_metric{name="synth_warnings",unit=""} 2
chip_impl_metric{name="synthDominantCellAreaShare",unit="%"} 27.3
chip_impl_info{name="yosys.area.top_type",value="sky130_fd_sc_hd__dfxtp_1"} 1
chip_impl_metric{name="min_period",unit="ns"} 3.42
chip_impl_metric{name="core",unit="sq um"} 10400
chip_impl_metric{name="cp.buffers_inverters",unit=""} 4
chip_impl_metric{name="grt_util_met2",unit="%"} 16.7
chip_impl_metric{name="fmax",unit="GHz"} 0.292
chip_impl_metric{name="core.rowCount",unit=""} 37
chip_impl_metric{name="placedInstanceArea",unit="sq um"} 3450
chip_impl_metric{name="timing.final.max_slew_violations",unit=""} 0
chip_impl_metric{name="synth.yosys.seq_area_share",unit="%"} 44.0
chip_impl_info{name="worst_r2r_endpoint",value="my_counter.timer[22]$_SDFF_PN0_"} 1
chip_impl_metric{name="syn_area",unit="sq um"} 3230
chip_impl_metric{name="vias_per_cell",unit=""} 4.79
chip_impl_metric{name="setup_tns",unit="ns"} 0
chip_impl_metric{name="ir_worst_vdd",unit="uV"} 173
chip_impl_metric{name="stdcell_area",unit="sq um"} 3630
chip_impl_metric{name="delay_of_the_slowest_cell_on_the_worst_path",unit="ns"} 0.48
chip_impl_metric{name="io_buffer_count",unit=""} 11
chip_impl_metric{name="gr-usage-met1",unit="%"} 16.2
chip_impl_metric{name="cts_made_buffers",unit=""} 9
chip_impl_metric{name="placed_cells_incl_taps",unit=""} 465
chip_impl_metric{name="routability_driven_placement_congestion_ratio",unit=""} 0.813
chip_impl_metric{name="synthCells",unit=""} 326
chip_impl_metric{name="worstPathMaxFanout",unit=""} 7
chip_impl_metric{name="tool_warnings",unit=""} 32
chip_impl_metric{name="num_vias",unit=""} 2311
chip_impl_metric{name="avgSynthCellArea",unit="sq um"} 9.91
chip_impl_info{name="critPathCaptureType",value="output pin"} 1
chip_impl_metric{name="post_detail_place_hpwl",unit="um"} 3950
chip_impl_metric{name="crit_cells",unit=""} 9
chip_impl_metric{name="max_slew.worst_pin.slew",unit="ns"} 0.563
chip_impl_metric{name="die-area",unit="sq um"} 11200
chip_impl_info{name="hold_wc_path_type",value="register to register"} 1
chip_impl_metric{name="boundaryPins",unit=""} 12
chip_impl_metric{name="post-route-util",unit="%"} 35.0
chip_impl_metric{name="timing.max_slew.rel_slack",unit="%"} 62.2
chip_impl_metric{name="grt_antenna_before_repair",unit=""} 0
chip_impl_info{name="crit_type",value="register to output pin"} 1
chip_impl_metric{name="worst_ep_arrival_time",unit="ns"} 2.70
chip_impl_metric{name="first_global_vias",unit=""} 2114
chip_impl_info{name="outcome",value="completed"} 1
chip_impl_metric{name="areaGrowthSynthToFinish",unit="%"} 12.4
chip_impl_metric{name="grt_first_pass_wirelength",unit="um"} 9780
chip_impl_metric{name="grt_util_met3",unit="%"} 2.65
chip_impl_info{name="critical_path.startpoint",value="display.digit_sel[0]$_DFFE_PN_"} 1
chip_impl_info{name="synth_top_flop_cell",value="sky130_fd_sc_hd__dfxtp_1"} 1
chip_impl_info{name="critPathSlowestCell",value="sky130_fd_sc_hd__clkdlybuf4s50_1"} 1
chip_impl_metric{name="clock_tree.buffer_depth",unit=""} 2
chip_impl_metric{name="yosys_area",unit="sq um"} 3230
chip_impl_info{name="start_kind",value="register"} 1
chip_impl_metric{name="worstSkewPairLatency",unit="ns"} 0.33
chip_impl_metric{name="number_of_enable_type_register_cells_in_the_synthesized_netlist",unit=""} 18
chip_impl_metric{name="layoutNonFillerInstCount",unit=""} 482
chip_impl_metric{name="drive_above_1_share",unit="%"} 9.83
chip_impl_metric{name="drtPass1Iterations",unit=""} 4
chip_impl_metric{name="postLayoutSetupSlackWorst",unit="ns"} 0.179
chip_impl_info{name="clk_root_buffer_cell",value="sky130_fd_sc_hd__clkbuf_8"} 1
chip_impl_metric{name="post_synth_num_cell_types",unit=""} 51
chip_impl_metric{name="initial_utilization",unit="%"} 31.1
chip_impl_metric{name="fin_worst_skew",unit="ns"} 0.00969
chip_impl_metric{name="die.size.x",unit="um"} 106
chip_impl_metric{name="numClockSinks",unit=""} 62
chip_impl_metric{name="report.power.total",unit="mW"} 1.20
chip_impl_info{name="cts_tree",value="done"} 1
chip_impl_metric{name="setup_viol",unit=""} 0
chip_impl_metric{name="routed_wirelength",unit="um"} 5620
chip_impl_metric{name="dr.first_iter.drc_count",unit=""} 97
chip_impl_metric{name="grt_max_degree",unit=""} 17
chip_impl_metric{name="timing.max_cap.violations",unit=""} 0
chip_impl_info{name="ys_top_cells_by_area",value="sky130_fd_sc_hd__dfxtp_1 (27%), sky130_fd_sc_hd__edfxtp_1 (17%), sky130_fd_sc_hd__xor2_1 (6.0%)"} 1
chip_impl_info{name="critical-path-top-cell-by-count",value="sky130_fd_sc_hd__inv_1"} 1
chip_impl_info{name="critPathTopFamily",value="buffers and inverters"} 1
chip_impl_metric{name="drt_drc",unit=""} 0
chip_impl_metric{name="holdBufCountCts",unit=""} 0
chip_impl_metric{name="antenna-diode-count",unit=""} 0
chip_impl_info{name="crit_end",value="seg[2]"} 1
chip_impl_metric{name="chipHeight",unit="um"} 106
chip_impl_metric{name="grt-ovfl-total",unit=""} 0
chip_impl_info{name="synthTopCellsByCount",value="sky130_fd_sc_hd__dfxtp_1 (44), sky130_fd_sc_hd__nand2_1 (28), sky130_fd_sc_hd__xor2_1 (22)"} 1
chip_impl_metric{name="regToRegSetupSlack",unit="ns"} 1.51
cell type report:
class	instances	area, sq um
Timing Repair Buffer	15	140
Sequential cell	62	1420
Clock inverter	3	12.5
Inverter	18	71.3
Clock buffer	13	139
Tap cell	136	170
Fill cell	1034	6740
Multi-Input combinational cell	235	1680
placed cells by master (no fill, tap or decap), drive strengths merged, types with 2 or more instances in the layout:
master	synthesis	final
a21oi	10	10
a222oi	3	3
a31oi	4	4
and2	3	3
and3	11	11
and4	7	7
buf	8	4
clkbuf	3	13
clkdlybuf4s50	0	11
clkinv	1	3
dfxtp	44	44
edfxtp	18	18
ha	13	13
inv	17	17
mux2	3	3
mux2i	9	9
nand2	29	29
nand2b	2	2
nand3	17	17
nand4	11	11
nor2	18	18
nor2b	3	3
nor3	6	6
nor3b	2	2
nor4	5	5
o211ai	2	2
o21ai	5	5
o22ai	4	4
o31ai	8	8
or3	3	3
or4	8	8
xnor2	18	18
xor2	22	22
repair_timing:
action	in CTS	in global routing
resized	0	7
setup buffers	0	1
endpoints found under the setup margin	0	7
endpoints found under the hold margin	0	0
how the worst min path moves through the flow:
stage / from / end / slack [ns] / cells after the start
finish: display.refresh_counter[0]$_SDFF_PN0_ / display.refresh_counter[0]$_SDFF_PN0_ / 0.44 / 1
global route: display.refresh_counter[0]$_SDFF_PN0_ / display.refresh_counter[0]$_SDFF_PN0_ / 0.46 / 1
CTS: display.refresh_counter[0]$_SDFF_PN0_ / display.refresh_counter[0]$_SDFF_PN0_ / 0.44 / 1
worst reg2reg max path, cell delays in order, from the launching register on:
cell and delay, ns:
sky130_fd_sc_hd__dfxtp_1 0.36, sky130_fd_sc_hd__ha_1 0.21, sky130_fd_sc_hd__and4_1 0.26, sky130_fd_sc_hd__nand2_1 0.25, sky130_fd_sc_hd__nor3_2 0.55, sky130_fd_sc_hd__buf_4 0.25
sky130_fd_sc_hd__o31ai_1 0.08
cells by family (layout without fill, tap and decap cells):
kind of cell	after synthesis	count (layout)	synth area share [%]
simple gates	129	129	22.8
flops	62	62	44.0
compound gates	41	41	8.64
xor+xnor	40	40	10.8
buf+inv	29	49	4.80
fa+ha+maj	13	13	5.04
mux	12	12	3.84
metal layers:
metal | up-vias | part of all wire, %
li1 | 1214 | -
met1 | 1055 | 52
met2 | 36 | 43
met3 | 6 | 4.1
met4 | 0 | 1.2
met5 | - | 0
state kept, by name (all words and copies together) (netlist names):
name,count
my_counter.timer,27
display.refresh_counter,17
my_counter.count,16
display.digit_sel,2
power breakdown:
group / leakage [nW] / switching (mW) / total, mW / internal (mW)
sequential: 0.564 / 0 / 0.714 / 0.714
clock: 0.0765 / 0.240 / 0.485 / 0.245
combinational: 0.791 / 0 / 0.000000791 / 0
total: 1.43 / 0.240 / 1.20 / 0.959
Power is estimated from default activity; no workload was simulated.
